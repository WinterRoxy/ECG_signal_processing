File: design.v
module median_filter #(
	parameter R_WIDTH = 8,
	parameter N = 3,
	parameter P_WIDTH = $clog2(N+1))
	(
	input				srst,
	input				clk,
	input  wire [R_WIDTH-1:0]	X,
	output wire [R_WIDTH-1:0]	Y,
	output wire         valid
	);
wire [R_WIDTH-1:0] 	R_out [N+1:0];
wire [P_WIDTH-1:0] 	P_out [N+1:0];
wire			Z_out [N:0];
wire			T_out [N:0];
reg  [P_WIDTH:0]	cnt;
wire                    incre_en [N-1:0];
assign R_out[0] = R_out[1];
assign P_out[0] = P_out[1];
assign R_out[N+1] = {R_WIDTH{1'b0}};
assign P_out[N+1] = {P_WIDTH{1'b0}};
assign Z_out[0] = 1'b0;
assign T_out[0] = 1'b0;
always@(posedge clk)
begin
	if (srst)
		cnt <= {P_WIDTH{1'b0}};
	else if (cnt < (N+1)*2)
		cnt <= cnt + 1;
end
assign valid = (cnt >= (N+1)*2) ? 1'b1 : 1'b0;
genvar i;
generate
	for(i=1;i<=N;i=i+1) begin: unit_cell_gen
		unit_cell #(
			.R_WIDTH 		(R_WIDTH),
			.N 			(N),
			.P_WIDTH		(P_WIDTH))
		unit_cell(
			.srst			(srst),
			.clk			(clk),
			.incre_en		(incre_en[i-1]),
			.X			(X),
			.R_from_plus1		(R_out[i+1]),
			.R_from_minus1		(R_out[i-1]),
			.P_from_plus1		(P_out[i+1]),
			.P_from_minus1		(P_out[i-1]),
			.Z_from_minus1		(Z_out[i-1]),
			.T_from_minus1		(T_out[i-1]),
			.R_to_plus1minus1	(R_out[i]),
			.P_to_plus1minus1	(P_out[i]),
			.Z_to_plus1		(Z_out[i]),
			.T_to_plus1		(T_out[i])
		);
		assign incre_en[i-1] = cnt[P_WIDTH:0] > ((i-1) << 1);
	end
endgenerate
assign Y =  R_out[(N+1)/2];
endmodule
module unit_cell #(
	parameter R_WIDTH = 8,
	parameter N = 3,
	parameter P_WIDTH = $clog2(N+1))
	(
	input				srst,
	input				clk,
	input				incre_en,
	input [R_WIDTH-1:0]		X,
	input [R_WIDTH-1:0]		R_from_plus1,
	input [R_WIDTH-1:0]		R_from_minus1,
	input [P_WIDTH-1:0]		P_from_plus1,
	input [P_WIDTH-1:0]		P_from_minus1,
	input 				Z_from_minus1,
	input				T_from_minus1,
	output wire [R_WIDTH-1:0]	R_to_plus1minus1,
	output wire [P_WIDTH-1:0]	P_to_plus1minus1,
	output wire			Z_to_plus1,
	output reg			T_to_plus1
	);
reg [R_WIDTH-1:0]	R;
reg [P_WIDTH-1:0]	P; 
reg [R_WIDTH-1:0]	R_next;
reg [P_WIDTH-1:0]	P_next;
wire			T;
wire			Z;
reg			s1;
reg			s2;
reg			bit_cnt;
always@(posedge clk)
begin
	if (srst)
		R <= {R_WIDTH{1'b0}};
	else if (!bit_cnt & incre_en) begin
		if (Z_to_plus1)
			R <= R_next;
	end			
	else if (bit_cnt)
		R <= R_next;
end
always@(posedge clk)
begin
	if (srst)
		P <= {P_WIDTH{1'b0}};
	else if (!incre_en)
		P <= 0;
	else if (!bit_cnt & incre_en) begin
		if (Z_to_plus1)
			P <= P_next + 1;
		else
			P <= P + 1;
	end
	else
		P <= P_next;
end
always@(posedge clk)
begin
	if (srst)
		bit_cnt <= 1'b0;
	else
		bit_cnt <= !bit_cnt;
end
assign T = (R < X);
assign Z = !bit_cnt & (P == N-1);
assign Z_to_plus1 = Z | Z_from_minus1;
always@(*) begin
	case({Z_to_plus1, T_from_minus1, T})
		3'b000: 		{T_to_plus1,s1,s2} = 3'b000;
		3'b001: 		{T_to_plus1,s1,s2} = 3'b101;
		3'b010,3'b011:  	{T_to_plus1,s1,s2} = 3'b110;
		3'b100:			{T_to_plus1,s1,s2} = 3'b011;
		3'b101,3'b110,3'b111:	{T_to_plus1,s1,s2} = 3'b111;
	endcase
end
always@(*) begin
	case({s1,s2})
		2'b00: R_next = R;		 
		2'b01: R_next = X;		 
		2'b10: R_next = R_from_minus1;	 
		2'b11: R_next = R_from_plus1;	 
	endcase
end
always@(*) begin
	case({s1,s2})
		2'b00: P_next = P;		 
		2'b01: P_next = {P_WIDTH{1'b0}}; 
		2'b10: P_next = P_from_minus1;	 
		2'b11: P_next = P_from_plus1;	 
	endcase
end
assign R_to_plus1minus1 = R;
assign P_to_plus1minus1 = P;
endmodule
File: run.sh
#!/bin/bash
# OpenROAD 26Q1-2900-gdf79404cd8, Yosys 0.63+post, stock flow scripts
make -C /OpenROAD-flow-scripts/flow DESIGN_CONFIG=/design/flow/config.mk WORK_HOME=/design/flow/orfs finish
File: config.mk
export PLATFORM = sky130hd
export DESIGN_NAME = median_filter
export DESIGN_NICKNAME = median_filter
export VERILOG_FILES = /design/flow/design.v
export SDC_FILE = /design/flow/constraint.sdc
export NUM_CORES = 4
export LEC_CHECK = 1
export CORE_UTILIZATION = 30
File: constraint.sdc
current_design median_filter

set clk_period 6.4
set clk_io_pct 0.2

create_clock -name clk0 -period $clk_period [get_ports {clk}]

set non_clock_inputs [all_inputs -no_clocks]
set_input_delay [expr $clk_period * $clk_io_pct] -clock clk0 $non_clock_inputs
set_output_delay [expr $clk_period * $clk_io_pct] -clock clk0 [all_outputs]
==> impl_metrics.yaml <==
# flow metrics
drt:
  diodes: 0
  ant_nets: 0
  drc: 0
  post_drt_wl_per_cell_um: 14.83
  via_per_inst: 5.109
  drt_iter0_markers: 101
  routed_wl_um: 5710
  dr.pass1.iters: 4
  vias: 1967
power_and_ir_drop:
  ir_worst_vdd_v: 0.00008539
  swShare: 0.2848
  p_total_mw: 0.5195
  p_comb_frac: 0.192
  seqPwrFrac: 0.482
  p_int_mw: 0.3715
  switchingPower_mw: 0.1479
  power_density_nw_per_um2: 192.0
  clkPwrFrac: 0.326
  p_leak_nw: 1.221
timing:
  period_needed_ns: 4.100
  hold_violations: 0
  rsz0062_at_grt: "false"
  maxSlewViolCount: 0
  slew_headroom: 0.4874
  tns_ns: 0
  setup_viol: 0
  period_used_share: 0.6406
  skew_ns: 0.005796
  fmax_mhz: 243.9
  tightest_slew_ns: 0.7688
logic_synthesis:
  yosys_area_um2: 2354
  synthFlopType: "dfxtp_1"
  syn_area_per_cell_um2: 8.717
  top_cell_area_share: 0.3062
  yosysWarnings: 2
  ys_seq_frac: 0.3062
  synth_flops: 36
  ys_cells: 270
  edf_count: 0
  syn_inst: 270
  ys_types: 44
  top_area_cell: "dfxtp_1"
  synth.cell_area_um2: 2354
  synthArstFlopShare: 0
  area_leaders: "dfxtp_1 31%, ha_1 12%, mux2i_1 10%, nor2_1 5.4%, o21ai_0 4.0%"
worst_setup_path:
  arrival_ns: 4.28
  crit_type: "in -> reg"
  rrSetupSlack_ns: 3.64
  required_ns: 6.58
  endpoint_kind: "flop"
  start_kind: "primary input"
  cp_max_fo: 15
global_routing:
  grt_max_degree: 38
  antenna_found_initial: 0
  overflow: 0
  grt_usage: 0.1483
  grt_pass1_wl_um: 9666
  grt_pass1_vias: 1870
clock_network:
  postCtsHoldBufs: 0
  cts.clk_slew.worst_paths_ns: 0.07
  htree_num_levels: 2
  cts_setup_buffers: 0
  cts_sinks: 36
  root_buffer: "clkbuf_8"
  cts_buffers: 5
  cts_resized: 0
  ctsLongestPathBuffers: 2
  cts_tree: "yes"
  clk-insertion-delay-late_ns: 0.29
floorplan:
  fp_util: 0.3177
  dieArea_um2: 8203
  core.rowCount: 31
  die_h_um: 90.57
  pin_count: 19
  core_area_um2: 7408
  die_w_um: 90.57
placed_design:
  port_buffers: 17
  dp_hpwl_um: 4002
  place_congestion: 0.8304
run_status:
  outcome: "completed"
cells_and_area:
  final_util: 0.3651
  drive_above_1_share: 0.06643
  area_growth_pct: 14.94
  fillers: 748
  lay_top_cells: "36 x dfxtp_1, 34 x nor2_1, 24 x mux2i_1"
  final_common_cell: "dfxtp_1"
min_path:
  hold_class: "reg -> reg"
job:
  warnings: 26
  drv_cap: 0
critical path: stages:
cell and delay (ns):
clkdlybuf4s50_1 0.53, inv_1 0.11, ha_1 0.30, a2111o_1 0.43, a31oi_4 0.59, o21bai_1 0.44, nor3b_2 0.24, a221o_1 0.34
through the flow:
step / hold slack (ns) / setup WS [ns] / std cells / instance area, um2
6_report: 0.4768 / 2.300 / 385 / 2705
5_1_grt: 0.4963 / 2.158 / 385 / 2705
4_1_cts: 0.4811 / 2.362 / 385 / 2705
3_5_place_dp: 0.4633 / 2.087 / 377 / 2615
3_3_place_gp: 0.4555 / 2.109 / 377 / 2615
2_1_floorplan: 0.4376 / 3.177 / 270 / 2354
path summary, 6_finish.rpt:
kind | startpoint | to | depth (start not counted)
max | X[1] | unit_cell_gen[3].unit_cell.R[4] | 8
min reg2reg | cnt[0] | cnt[0] | 1
max reg2reg | unit_cell_gen[1].unit_cell.R[1] | unit_cell_gen[3].unit_cell.R[4] | 6
min | cnt[0] | cnt[0] | 1
power groups by stage:
stage         Clock, mW  Combinational (mW)  Sequential (mW)
global route      0.185               0.113            0.253
finish            0.169              0.0999            0.250
CTS               0.173               0.100            0.250
Yosys cell counts, types with 2 or more instances:
cell type  count
o21ai_0       19
inv_1         13
a2111oi_0      2
nand2_1       18
a21o_1         2
a41oi_1        3
buf_2          2
nand2b_1      13
a21oi_1        8
o21bai_1       2
a221o_1        8
and3_1        10
xnor2_1        2
buf_4          2
mux2i_1       24
nor2b_1        2
nor3_1         3
a211oi_1       5
nand3_1        3
dfxtp_1       36
a211o_1        8
o21a_1         2
ha_1          23
clkbuf_1       7
nor2_1        34
layer usage:
metal | routed length [um] | global-route usage
met3 | 223 | 0.02735
met2 | 2412 | 0.2216
met4 | 53 | 0.01210
met1 | 3020 | 0.2340
met5 | 0 | 0
logic make-up (layout without fill, tap and decap cells):
| group | Yosys count | count (layout) | share of synthesized area |
|---|---|---|---|
| muxes | 24 | 24 | 0.1021 |
| other | 1 | 1 | 0.001593 |
| DFF | 36 | 36 | 0.3062 |
| and+or+nand+nor | 90 | 90 | 0.1871 |
| xor gates and xnor gates | 2 | 2 | 0.007444 |
| adders and majority gates | 23 | 23 | 0.1223 |
| buffers and inverters | 25 | 41 | 0.04413 |
| AOI/OAI and AO/OA | 69 | 69 | 0.2291 |
registers in the layout, indices dropped and copies added (netlist names):
| register | cells |
|---|---|
| unit_cell_gen.unit_cell.R | 24 |
| unit_cell_gen.unit_cell.P | 6 |
| cnt | 3 |
| unit_cell_gen.unit_cell.bit_cnt | 3 |
area by class of cell:
cell class / count / area, um2 / area share
multi-input combinational: 209 / 1529 / 0.5652
sequential: 36 / 720.7 / 0.2664
tap: 99 / 123.9 / 0.04579
inverter: 13 / 48.80 / 0.01804
timing repair buffer: 20 / 192.7 / 0.07123
clock buffer: 8 / 90.09 / 0.03330
No activity file was given, so power comes from the tool's default toggle rates.
